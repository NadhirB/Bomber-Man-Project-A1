==> ./design.v <==
module	bombBitMap	(	
					input	logic	clk,
					input	logic	resetN,
					input logic	[10:0] offsetX, 
					input logic	[10:0] offsetY,
					input	logic	InsideRectangle,  
					output	logic	drawingRequest,  
					output	logic	[7:0] RGBout   
 ) ;
localparam  int OBJECT_NUMBER_OF_Y_BITS = 5;   
localparam  int OBJECT_NUMBER_OF_X_BITS = 5;   
localparam logic [7:0] TRANSPARENT_ENCODING = 8'hff; 
logic [0:31] [0:31] [7:0] object_colors = {
	{8'hff,8'hff,8'hff,8'hff,8'hff,8'hff,8'hff,8'he0,8'hff,8'hff,8'hff,8'hff,8'hff,8'hff,8'hff,8'hff,8'hff,8'hff,8'hff,8'hff,8'hff,8'hff,8'hff,8'hff,8'hff,8'hff,8'hff,8'hff,8'hff,8'hff,8'hff,8'hff},
	{8'hff,8'hff,8'hff,8'hff,8'hff,8'he4,8'he4,8'he4,8'hff,8'hff,8'hff,8'hff,8'hff,8'hff,8'hff,8'hff,8'hff,8'hff,8'hff,8'hff,8'hff,8'hff,8'hff,8'hff,8'hff,8'hff,8'hff,8'hff,8'hff,8'hff,8'hff,8'hff},
	{8'hff,8'hff,8'hff,8'hff,8'hff,8'he4,8'hf0,8'he4,8'hed,8'hff,8'hff,8'hff,8'hff,8'hff,8'hff,8'hff,8'hff,8'hff,8'hff,8'hff,8'hff,8'hff,8'hff,8'hff,8'hff,8'hff,8'hff,8'hff,8'hff,8'hff,8'hff,8'hff},
	{8'hff,8'hff,8'hff,8'hff,8'hff,8'he4,8'hf8,8'hf8,8'hf4,8'hf0,8'hff,8'hff,8'hff,8'hff,8'hff,8'hff,8'hff,8'hff,8'hff,8'hff,8'hff,8'hff,8'hff,8'hff,8'hff,8'hff,8'hff,8'hff,8'hff,8'hff,8'hff,8'hff},
	{8'hff,8'hff,8'hff,8'hff,8'hff,8'he4,8'hf0,8'hfd,8'hfd,8'hf0,8'he4,8'hff,8'hff,8'hff,8'hff,8'hff,8'hff,8'hff,8'hff,8'hff,8'hff,8'hff,8'hff,8'hff,8'hff,8'hff,8'hff,8'hff,8'hff,8'hff,8'hff,8'hff},
	{8'hff,8'hff,8'hff,8'hff,8'hff,8'h00,8'hd1,8'hd1,8'hf8,8'he4,8'hff,8'hff,8'hff,8'hff,8'hff,8'hff,8'hff,8'hff,8'hff,8'hff,8'hff,8'hff,8'hff,8'hff,8'hff,8'hff,8'hff,8'hff,8'hff,8'hff,8'hff,8'hff},
	{8'hff,8'hff,8'hff,8'hff,8'h00,8'hd1,8'h8c,8'h00,8'he0,8'hff,8'hff,8'hff,8'hff,8'hff,8'hff,8'hff,8'hff,8'hff,8'hff,8'hff,8'hff,8'hff,8'hff,8'hff,8'hff,8'hff,8'hff,8'hff,8'hff,8'hff,8'hff,8'hff},
	{8'hff,8'hff,8'hff,8'hff,8'h00,8'h8c,8'hff,8'hff,8'hff,8'hff,8'hff,8'hff,8'h00,8'h00,8'h00,8'hff,8'hff,8'hff,8'hff,8'hff,8'hff,8'hff,8'hff,8'hff,8'hff,8'hff,8'hff,8'hff,8'hff,8'hff,8'hff,8'hff},
	{8'hff,8'hff,8'hff,8'hff,8'h8c,8'h8c,8'hda,8'hff,8'hff,8'hff,8'h00,8'hed,8'he4,8'he4,8'hed,8'h00,8'hff,8'hff,8'hff,8'hff,8'hff,8'hff,8'hff,8'hff,8'hff,8'hff,8'hff,8'hff,8'hff,8'hff,8'hff,8'hff},
	{8'hff,8'hff,8'hff,8'hff,8'h00,8'hac,8'h00,8'hed,8'hed,8'h00,8'he4,8'hc4,8'hc4,8'hed,8'hc4,8'hc4,8'h00,8'hff,8'hff,8'hff,8'hff,8'hff,8'hff,8'hff,8'hff,8'hff,8'hff,8'hff,8'hff,8'hff,8'hff,8'hff},
	{8'hff,8'hff,8'hff,8'hff,8'hff,8'hd5,8'h8c,8'h00,8'hed,8'hed,8'hed,8'hed,8'hc4,8'he4,8'he4,8'hc4,8'hc4,8'h00,8'hff,8'hff,8'hff,8'hff,8'hff,8'hff,8'hff,8'hff,8'hff,8'hff,8'hff,8'hff,8'hff,8'hff},
	{8'hff,8'hff,8'hff,8'hff,8'hed,8'hc4,8'hb1,8'h8c,8'h00,8'h00,8'hed,8'hf1,8'h00,8'hc4,8'he4,8'he4,8'hc4,8'hc4,8'h00,8'hff,8'hff,8'hff,8'hff,8'hff,8'hff,8'hff,8'hff,8'hff,8'hff,8'hff,8'hff,8'hff},
	{8'hff,8'hff,8'hff,8'hff,8'h00,8'h20,8'hc4,8'h00,8'hd1,8'h00,8'he4,8'hf1,8'hc4,8'h00,8'hc4,8'he4,8'he4,8'hc4,8'hc4,8'h00,8'hff,8'hff,8'hff,8'hff,8'hff,8'hff,8'hff,8'hff,8'hff,8'hff,8'hff,8'hff},
	{8'hff,8'hff,8'h00,8'h00,8'he4,8'hed,8'h00,8'hed,8'h00,8'he4,8'hf1,8'hc4,8'hc4,8'hc4,8'h00,8'hc4,8'he4,8'he4,8'he4,8'hc4,8'h00,8'h00,8'h24,8'hff,8'hff,8'hff,8'hff,8'hff,8'hff,8'hff,8'hff,8'hff},
	{8'hff,8'h00,8'hed,8'hc4,8'hc4,8'hf1,8'hf1,8'he4,8'hf1,8'hc4,8'he4,8'he4,8'he4,8'hc4,8'hc4,8'h00,8'hc4,8'he4,8'he4,8'he4,8'h64,8'hac,8'h00,8'h00,8'hff,8'hff,8'hff,8'hff,8'hff,8'hff,8'hff,8'hff},
	{8'h00,8'hf1,8'he4,8'hc4,8'hc4,8'hc4,8'h00,8'he4,8'hf1,8'hf1,8'he4,8'he4,8'he4,8'he4,8'hc4,8'hc4,8'h00,8'hc4,8'hc0,8'h00,8'hac,8'h64,8'h8c,8'h00,8'hff,8'hff,8'hff,8'hff,8'hff,8'hff,8'hff,8'hff},
	{8'hff,8'h00,8'hc4,8'hc4,8'he4,8'he4,8'hc4,8'h00,8'he4,8'hf1,8'hf1,8'he4,8'he4,8'he4,8'he4,8'hc4,8'hc4,8'h00,8'h20,8'h84,8'h00,8'h84,8'hac,8'h80,8'h00,8'hff,8'hff,8'hff,8'hff,8'hff,8'hff,8'hff},
	{8'hff,8'hff,8'h00,8'he4,8'hf1,8'hed,8'he4,8'hc4,8'h00,8'he4,8'hed,8'hf1,8'hed,8'he4,8'he4,8'he4,8'hc4,8'h00,8'hac,8'h00,8'h84,8'hac,8'hc0,8'hc0,8'hc4,8'h00,8'hff,8'hff,8'hff,8'hff,8'hff,8'hff},
	{8'hff,8'hff,8'hff,8'h00,8'he4,8'hed,8'hf1,8'he4,8'hc4,8'h00,8'he4,8'he4,8'hf1,8'hf1,8'he4,8'h00,8'h8c,8'hd1,8'h20,8'h84,8'hb0,8'h00,8'he4,8'he4,8'hc4,8'hc4,8'h00,8'hff,8'hff,8'hff,8'hff,8'hff},
	{8'hff,8'hff,8'hff,8'hff,8'h00,8'he4,8'he4,8'hf1,8'he4,8'hc4,8'h00,8'he4,8'he4,8'hf1,8'h00,8'hd1,8'h8c,8'h00,8'hd1,8'h84,8'h00,8'h00,8'hc4,8'he4,8'he4,8'hc4,8'hc4,8'h00,8'hff,8'hff,8'hff,8'hff},
	{8'hff,8'hff,8'hff,8'hff,8'hff,8'h00,8'hc0,8'he4,8'hf1,8'he4,8'hc4,8'h00,8'h00,8'hd1,8'h8c,8'h00,8'hd1,8'h8c,8'h00,8'he4,8'hc4,8'hc4,8'h00,8'hc4,8'he4,8'he4,8'hc4,8'hc4,8'h00,8'hff,8'hff,8'hff},
	{8'hff,8'hff,8'hff,8'hff,8'hff,8'hff,8'h00,8'h00,8'h00,8'h00,8'h00,8'hd1,8'hd1,8'h8c,8'h00,8'h8c,8'h8c,8'h00,8'he4,8'he4,8'he4,8'hc4,8'hc4,8'h00,8'hc4,8'he4,8'he4,8'he4,8'hc4,8'h00,8'hff,8'hff},
	{8'hff,8'hff,8'hff,8'hff,8'hff,8'hff,8'h00,8'hd1,8'h8c,8'hd1,8'h8c,8'h00,8'hd1,8'h8c,8'hb0,8'h00,8'hf1,8'hf1,8'he4,8'he4,8'he4,8'he4,8'hc4,8'hc4,8'h00,8'hc4,8'he4,8'he4,8'he4,8'hc4,8'h00,8'hff},
	{8'hff,8'hff,8'hff,8'hff,8'hff,8'hff,8'hff,8'h00,8'h00,8'hd1,8'hb0,8'h8c,8'h00,8'h00,8'hc4,8'h00,8'he4,8'hf1,8'hf1,8'he4,8'he4,8'he4,8'he4,8'hc4,8'hc4,8'h00,8'hc4,8'he4,8'he4,8'he4,8'hc4,8'hff},
	{8'hff,8'hff,8'hff,8'hff,8'hff,8'hff,8'hff,8'hff,8'h00,8'h00,8'h00,8'he4,8'hf1,8'he4,8'he4,8'hc4,8'h00,8'he4,8'hf1,8'hf1,8'he4,8'he4,8'he4,8'he4,8'hc4,8'hc4,8'h00,8'hc4,8'hc4,8'hc4,8'h00,8'hff},
	{8'hff,8'hff,8'hff,8'hff,8'hff,8'hff,8'hff,8'hff,8'hff,8'hff,8'hff,8'h00,8'he4,8'hf1,8'hed,8'he4,8'hc4,8'h00,8'he4,8'hf1,8'hf1,8'he4,8'he4,8'he4,8'he4,8'hc4,8'hc4,8'h00,8'h00,8'h24,8'hff,8'hff},
	{8'hff,8'hff,8'hff,8'hff,8'hff,8'hff,8'hff,8'hff,8'hff,8'hff,8'hff,8'hff,8'h00,8'he4,8'hf1,8'hf1,8'he4,8'hc4,8'h00,8'he4,8'hed,8'hf1,8'hed,8'he4,8'he4,8'he4,8'hc4,8'hc4,8'ha0,8'hff,8'hff,8'hff},
	{8'hff,8'hff,8'hff,8'hff,8'hff,8'hff,8'hff,8'hff,8'hff,8'hff,8'hff,8'hff,8'hff,8'h00,8'he4,8'he4,8'hf1,8'he4,8'hc4,8'h00,8'he4,8'he4,8'hf1,8'hf1,8'he4,8'he4,8'he4,8'hc4,8'h00,8'hff,8'hff,8'hff},
	{8'hff,8'hff,8'hff,8'hff,8'hff,8'hff,8'hff,8'hff,8'hff,8'hff,8'hff,8'hff,8'hff,8'hff,8'h00,8'he4,8'he4,8'hf1,8'he4,8'hc4,8'h80,8'h60,8'he4,8'hf1,8'hf1,8'he4,8'h60,8'h00,8'hff,8'hff,8'hff,8'hff},
	{8'hff,8'hff,8'hff,8'hff,8'hff,8'hff,8'hff,8'hff,8'hff,8'hff,8'hff,8'hff,8'hff,8'hff,8'hff,8'h00,8'h20,8'he4,8'hf1,8'he4,8'hc4,8'hc4,8'h00,8'he4,8'he4,8'h00,8'hff,8'hff,8'hff,8'hff,8'hff,8'hff},
	{8'hff,8'hff,8'hff,8'hff,8'hff,8'hff,8'hff,8'hff,8'hff,8'hff,8'hff,8'hff,8'hff,8'hff,8'hff,8'hff,8'h24,8'h00,8'he4,8'hed,8'h00,8'h00,8'hff,8'h00,8'h00,8'hff,8'hff,8'hff,8'hff,8'hff,8'hff,8'hff},
	{8'hff,8'hff,8'hff,8'hff,8'hff,8'hff,8'hff,8'hff,8'hff,8'hff,8'hff,8'hff,8'hff,8'hff,8'hff,8'hff,8'hff,8'hff,8'h00,8'h00,8'hff,8'hff,8'hff,8'hff,8'hff,8'hff,8'hff,8'hff,8'hff,8'hff,8'hff,8'hff}};
always_ff@(posedge clk or negedge resetN)
begin
	if(!resetN) begin
		RGBout <=	8'h00;
	end
	else begin
		RGBout <= TRANSPARENT_ENCODING ;  
		if (InsideRectangle == 1'b1 ) 
		begin  
			RGBout <= object_colors[offsetY][offsetX];
		end  	
	end
end
assign drawingRequest = (RGBout != TRANSPARENT_ENCODING ) ? 1'b1 : 1'b0 ;  
endmodule
==> ./run.sh <==
#!/bin/bash
# OpenROAD 26Q1-2900-gdf79404cd8, Yosys 0.63+post, stock flow scripts
make -C /OpenROAD-flow-scripts/flow DESIGN_CONFIG=/design/flow/config.mk WORK_HOME=/design/flow/orfs finish
==> ./config.mk <==
export PLATFORM = sky130hd
export DESIGN_NAME = bombBitMap
export DESIGN_NICKNAME = bombBitMap
export VERILOG_FILES = /design/flow/design.v
export SDC_FILE = /design/flow/constraint.sdc
export NUM_CORES = 4
export LEC_CHECK = 1
export CORE_UTILIZATION = 30
==> ./constraint.sdc <==
current_design bombBitMap

set clk_period 1.1
set clk_io_pct 0.2

create_clock -name clk0 -period $clk_period [get_ports {clk}]

set non_clock_inputs [all_inputs -no_clocks]
set_input_delay [expr $clk_period * $clk_io_pct] -clock clk0 $non_clock_inputs
set_output_delay [expr $clk_period * $clk_io_pct] -clock clk0 [all_outputs]
==> deck_impl_summary.md <==
Key Metrics from the Run

Setup path
  • Maximum fanout along the worst path: 5
  • Family of cells with the greatest summed delay on the critical path: buffers and inverters
  • Data required time of the worst path: 1.21 ns
  • Ordered cell list for the critical path: clkdlybuf4s50_1 -> fa_2 -> and2b_1 -> o211ai_1 -> a211oi_4 -> buf_4 -> nor2_4 -> buf_12 -> buf_6 -> buf_4 -> a21oi_2 -> nor3_2 -> or4_1 -> a41o_1
  • Nature of the critical path endpoint: flip-flop
  • Top cell by count, worst path: sky130_fd_sc_hd__buf_4
  • CP peak stage delay: between 0.4 and 0.5 ns
  • Crit path launch type: input port
  • Start-to-end type of the worst setup path: input port to flip-flop
  • Buffers and inverters on the worst path: 5
  • Arrival time at the worst endpoint: 3.25 ns
  • Critical-path top delay cell: sky130_fd_sc_hd__clkdlybuf4s50_1

Pwr
  • PwrDens: 1030 nW/um^2
  • Leakage: 4.39 nW
  • Maximum VDD drop: 781 uV

Timing
  • Tightest Pin Transition: 0.870 ns
  • Achievable Freq: 319 MHz
  • Number of max-slew violations in the final report: 0
  • Final hold violation count: 0
  • Post-route clock period utilization: 2.85
  • Final Hold Slack: between 0.2 and 0.3 ns
  • Setup repair after global routing missed its margin: true
  • Final critical-path setup slack: -2.04 ns
  • Worst-case headroom to the max-slew limit: 0.414
  • Final Setup Violations: 9
  • Period minus WS final: 3.14 ns

Floorplan
  • Core region area: 19600 um^2
  • Area of the die: 20600 um^2
  • Standard-cell row count: 51
  • Vertical die dimension: 144 um
  • Core Util at FP: 0.307
  • Number of primary I/O pins: 34
  • Horizontal die dimension: 144 um

Clock tree
  • Clock H-tree levels: 1
  • Root cell of the clock tree: sky130_fd_sc_hd__clkbuf_16
  • Post-CTS Hold Fix Bufs: 0
  • CTS tree: yes
  • Buffers from clock root to sink, at most: 2
  • Clock-pin slew reported for the worst setup and hold paths after clock tree synthesis: 0.04 ns
  • Clock Sink Count: 8
  • Clock buffers created by TritonCTS: 3

Route
  • Total via count after detailed routing: 11.4k
  • Routed wire per std cell: ~32 um
  • Violation tally from detailed-route iteration zero: 1490
  • Detailed Routing Iterations Pass 1: 6
  • DRC violations left: 0
  • Routed vias/inst: 6.79
  • Total Routed Length: 52900 um
  • Number of antenna-violating nets in the routed design: 0

GRT
  • GRT Overall Usage: 0.525
  • Number of global-route vias before repair: about 11k
  • Antenna violations before repair: 1
  • First-pass GRT wire length: roughly 74000 um
  • Total grt overflow: 0
  • Largest net degree at the start of global routing: 20

Logic synthesis
  • Number of storage elements in the synthesis netlist: 8
  • Count of library flops with an enable pin: 0
  • YS chip area: 6020 um^2
  • Sequential area share after synthesis: 0.0333
  • Total number of yosys warnings: 1
  • Predominant post-synthesis flop cell: sky130_fd_sc_hd__dfrtp_1
  • Yosys cell count: 1024
  • Unique masters post-synth: 81
  • Fraction of synthesis flops using an asynchronous set or reset pin: 1.00
  • Netlist Area Pre-Place: approximately 6000 um^2
  • Instance count of the mapped netlist: 1024
  • Average instance area after synthesis: 5.88 um^2

Final layout
  • Storage cell area: 200 um^2
  • Synthesis-to-finish area growth: 75.2%
  • Filler Cells Inserted: 1972
  • Summed area of non-filler cells in the final layout: 10500 um^2
  • Flip-flop count of the largest register after layout: 8
  • Most frequently placed logic cell in the final layout: sky130_fd_sc_hd__buf_4
  • Fraction of layout cells with a size suffix above 1: 0.411
  • Top cells excl fill/tap: sky130_fd_sc_hd__buf_4, sky130_fd_sc_hd__a21oi_1, sky130_fd_sc_hd__o21ai_0, sky130_fd_sc_hd__nand2_1, sky130_fd_sc_hd__nor2_1
  • Regs by FF count: RGBout (8)
  • Core Util, Final: 0.538
  • Combined area of the multi-input logic cells: 5740 um^2
  • Most flops, register: RGBout

Placement
  • Buffers on Ports: 29
  • Placer Congestion: 1.12
  • Instance area at placement: 9720 um^2
  • Post-detailed-placement half-perimeter wirelength: 40800 um

Status
  • Status: complete, but fails checks
  • Violations in the final reports: negative setup slack

Job
  • Total tool warning count: 32
  • Max Cap Viol: 0

Worst hold path
  • Type of the tightest min-delay check: input port to asynchronous set/reset pin
[synthesized netlist by cell type (8+ instances only)]
cell                        count  area, um^2
sky130_fd_sc_hd__nor3_1        25         125
sky130_fd_sc_hd__a22oi_1       13        97.6
sky130_fd_sc_hd__a221oi_1      14         123
sky130_fd_sc_hd__a211oi_1      18         135
sky130_fd_sc_hd__dfrtp_1        8         200
sky130_fd_sc_hd__buf_1          8        30.0
sky130_fd_sc_hd__nand2b_1      26         163
sky130_fd_sc_hd__or2_2         10        62.6
sky130_fd_sc_hd__nor2_1        92         345
sky130_fd_sc_hd__nand2_1       93         349
sky130_fd_sc_hd__xnor2_1       10        87.6
sky130_fd_sc_hd__nand4_1       13        81.3
sky130_fd_sc_hd__nand3_1       19        95.1
sky130_fd_sc_hd__o32ai_1        9        78.8
sky130_fd_sc_hd__o31ai_1       11        82.6
sky130_fd_sc_hd__a31oi_1       35         219
sky130_fd_sc_hd__a21oi_1      133         666
sky130_fd_sc_hd__o211ai_1      23         173
sky130_fd_sc_hd__o21ai_0      120         601
sky130_fd_sc_hd__o22ai_1       26         163
sky130_fd_sc_hd__o2111ai_1     10        87.6
sky130_fd_sc_hd__o221ai_1      15         131
sky130_fd_sc_hd__nor2b_1       23         144
sky130_fd_sc_hd__buf_2         45         225
sky130_fd_sc_hd__inv_1         17        63.8
sky130_fd_sc_hd__clkbuf_1      68         255
[power by group]
part | switching [mW] | internal (mW)
sequential | 0.0628 | 0.400
combinational | 5.67 | 4.16
clock | 0.133 | 0.468
total | 5.87 | 5.03
[cell families (layout without fill, tap and decap cells)]
logic type | after synthesis | in the layout | share of synthesized area
AOI/OAI and AO/OA | 505 | 505 | 0.543
and+or+nand+nor | 336 | 336 | 0.268
buffers and inverters | 147 | 528 | 0.108
xor gates and xnor gates | 16 | 16 | 0.0233
adders and majority gates | 9 | 9 | 0.0195
DFF | 8 | 8 | 0.0332
muxes | 3 | 3 | 0.00499
other | 0 | 2 | 0
[per-layer routing]
metal | part of all wire | global-route usage | up-vias
li1 | - | - | 4702
met1 | 0.37 | 0.650 | 5337
met2 | 0.39 | 0.724 | 998
met3 | 0.15 | 0.238 | 318
met4 | 0.087 | 0.345 | 0
met5 | 0 | 0.0100 | -
[how the worst max path moves through the flow]
stage	startpoint	end	slack [ns]	cells past startpoint
global route	offsetX[6]	RGBout[7]	-2.15	18
finish	offsetY[1]	RGBout[6]	-2.04	14
CTS	offsetX[6]	RGBout[7]	-1.98	17
[per-stage QoR]
stage / cells / setup WS, ns / power, mW / TNS (ns)
after floorplan: 1024 / -1.76 / 3.97 / -13.34
after global placement: 1640 / -2.93 / 8.75 / -22.11
after detailed placement: 1640 / -2.91 / 8.65 / -22.03
after CTS: 1667 / -1.98 / 10.0 / -15.42
after global routing: 1670 / -2.15 / 11.2 / -17.07
final: 1672 / -2.04 / 10.9 / -16.23
[final cells by class]
type                       instances  share of cell area
antenna                            2            0.000475
sequential                         8              0.0190
multi-input combinational        869               0.544
inverter                          18             0.00807
tap                              265              0.0314
clock buffer                       3             0.00712
timing repair buffer             507               0.389
[repair_timing]
action / in CTS / in global routing
pin swaps: 50 / 15
endpoints found under the setup margin: 17 / 11
endpoints found under the hold margin: 0 / 0
buffers inserted: 24 / 6
cloned: 2 / 0
gates resized: 114 / 35
Power figures rest on the tool's default switching activity, not on a simulated workload.
