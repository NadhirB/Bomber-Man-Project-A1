==> design/flow/design.v <==
module	sintable	 #( 
					COUNT_SIZE = 8   
		)	
		(	
					input		logic	clk,
					input		logic	resetN,
					input		logic [COUNT_SIZE-1:0]	ADDR,
					input    logic volume,
					output	logic [15:0]	Q  
			);
localparam int table_size = (2**COUNT_SIZE)-1;
logic [7:0] tmp8bit  ; 
logic [1:0] volume_level;
logic volume_d;
const logic [0:table_size-1] [7:0] sin_table = {
8'h0,
8'h3,
8'h6,
8'h9,
8'hC,
8'hF,
8'h12,
8'h15,
8'h18,
8'h1C,
8'h1F,
8'h22,
8'h25,
8'h28,
8'h2B,
8'h2E,
8'h30,
8'h33,
8'h36,
8'h39,
8'h3C,
8'h3F,
8'h41,
8'h44,
8'h47,
8'h49,
8'h4C,
8'h4E,
8'h51,
8'h53,
8'h55,
8'h58,
8'h5A,
8'h5C,
8'h5E,
8'h60,
8'h62,
8'h64,
8'h66,
8'h68,
8'h6A,
8'h6C,
8'h6D,
8'h6F,
8'h70,
8'h72,
8'h73,
8'h75,
8'h76,
8'h77,
8'h78,
8'h79,
8'h7A,
8'h7B,
8'h7C,
8'h7C,
8'h7D,
8'h7E,
8'h7E,
8'h7F,
8'h7F,
8'h7F,
8'h7F,
8'h7F,
8'h7F,
8'h7F,
8'h7F,
8'h7F,
8'h7F,
8'h7F,
8'h7E,
8'h7E,
8'h7D,
8'h7C,
8'h7C,
8'h7B,
8'h7A,
8'h79,
8'h78,
8'h77,
8'h76,
8'h75,
8'h73,
8'h72,
8'h70,
8'h6F,
8'h6D,
8'h6C,
8'h6A,
8'h68,
8'h66,
8'h64,
8'h62,
8'h60,
8'h5E,
8'h5C,
8'h5A,
8'h58,
8'h55,
8'h53,
8'h51,
8'h4E,
8'h4C,
8'h49,
8'h47,
8'h44,
8'h41,
8'h3F,
8'h3C,
8'h39,
8'h36,
8'h33,
8'h30,
8'h2E,
8'h2B,
8'h28,
8'h25,
8'h22,
8'h1F,
8'h1C,
8'h18,
8'h15,
8'h12,
8'hF,
8'hC,
8'h9,
8'h6,
8'h3,
8'h0,
8'hFD,
8'hFA,
8'hF7,
8'hF3,
8'hF0,
8'hED,
8'hEA,
8'hE7,
8'hE4,
8'hE1,
8'hDE,
8'hDB,
8'hD8,
8'hD5,
8'hD2,
8'hCF,
8'hCC,
8'hC9,
8'hC6,
8'hC4,
8'hC1,
8'hBE,
8'hBC,
8'hB9,
8'hB6,
8'hB4,
8'hB1,
8'hAF,
8'hAC,
8'hAA,
8'hA8,
8'hA5,
8'hA3,
8'hA1,
8'h9F,
8'h9D,
8'h9B,
8'h99,
8'h97,
8'h96,
8'h94,
8'h92,
8'h91,
8'h8F,
8'h8E,
8'h8C,
8'h8B,
8'h8A,
8'h89,
8'h87,
8'h86,
8'h86,
8'h85,
8'h84,
8'h83,
8'h82,
8'h82,
8'h81,
8'h81,
8'h81,
8'h80,
8'h80,
8'h80,
8'h80,
8'h80,
8'h80,
8'h80,
8'h81,
8'h81,
8'h81,
8'h82,
8'h82,
8'h83,
8'h84,
8'h85,
8'h86,
8'h86,
8'h87,
8'h89,
8'h8A,
8'h8B,
8'h8C,
8'h8E,
8'h8F,
8'h91,
8'h92,
8'h94,
8'h96,
8'h97,
8'h99,
8'h9B,
8'h9D,
8'h9F,
8'hA1,
8'hA3,
8'hA5,
8'hA8,
8'hAA,
8'hAC,
8'hAF,
8'hB1,
8'hB4,
8'hB6,
8'hB9,
8'hBC,
8'hBE,
8'hC1,
8'hC4,
8'hC6,
8'hC9,
8'hCC,
8'hCF,
8'hD2,
8'hD5,
8'hD8,
8'hDB,
8'hDE,
8'hE1,
8'hE4,
8'hE7,
8'hEA,
8'hED,
8'hF0,
8'hF3,
8'hF7,
8'hFA,
8'hFD
 };
always_ff@(posedge clk or negedge resetN)
begin
	if(!resetN)
	begin
	  tmp8bit	<= 8'h00;
	  volume_level <= 2'h3;
	  volume_d <= 1'b1;
	end
	else 
	begin
	volume_d <= volume;
	if ((!volume) && (volume_d) )	   
	   volume_level <= volume_level - 2'h1;
		tmp8bit	<= sin_table[ADDR];  
   end
end
 always_comb begin
        case (volume_level)
				2'h0: Q = 16'b00;
				2'h1: Q = {{3{tmp8bit[7]}},tmp8bit[7:0], {5{tmp8bit[7]}} };
				2'h2: Q = {{2{tmp8bit[7]}},tmp8bit[7:0], {6{tmp8bit[7]}} };
				2'h3: Q = {tmp8bit[7],tmp8bit[7:0], {7{tmp8bit[7]}} };
            default: Q  = {tmp8bit[7],tmp8bit[7:0], {7{tmp8bit[7]}} };
        endcase
end
endmodule
==> design/flow/run.sh <==
#!/bin/bash
# OpenROAD 26Q1-2900-gdf79404cd8, Yosys 0.63+post, stock flow scripts
make -C /OpenROAD-flow-scripts/flow DESIGN_CONFIG=/design/flow/config.mk WORK_HOME=/design/flow/orfs finish
==> design/flow/config.mk <==
export PLATFORM = sky130hd
export DESIGN_NAME = sintable
export DESIGN_NICKNAME = sintable
export VERILOG_FILES = /design/flow/design.v
export SDC_FILE = /design/flow/constraint.sdc
export NUM_CORES = 4
export LEC_CHECK = 1
export CORE_UTILIZATION = 50
==> design/flow/constraint.sdc <==
current_design sintable

set clk_period 2.8
set clk_io_pct 0.2

create_clock -name clk0 -period $clk_period [get_ports {clk}]

set non_clock_inputs [all_inputs -no_clocks]
set_input_delay [expr $clk_period * $clk_io_pct] -clock clk0 $non_clock_inputs
set_output_delay [expr $clk_period * $clk_io_pct] -clock clk0 [all_outputs]
==> impl_metrics.ini <==
; yosys + openroad results
[job]
drv_cap = 0
warnings = 29

[finish]
final_layout_size_suffix_gt1_share_pct = 34.8
logic_area_um2 = 3020
syn_to_final_growth_pct = 45.4
fillers = 482
postLayoutCellArea_um2 = 5250
utilization_pct = 76.5
register_area_um2 = 279

[drt]
postRouteAntennaNets = 0
routed_wl_um = 17500
drt_iter0_drc = 901
vias = 5478
drc = 0
vias_per_cell = 7.01
wl_per_cell_um = 22.4
first_pass_iters = 9

[pwr]
powerDensity_nw_per_um2 = 384
power.share.clock_pct = 8.1
seqPwrFrac_pct = 12.0
swShare_pct = 44.6
power_switching_uw = 898
power_frac_comb_pct = 79.9
p_leak_uw = 0.00213
p_int_uw = 1120
peakVddDrop_v = 0.000200
finalPower_uw = 2020

[floorplan]
die_x_um = 87.0
floorplan.core_util_pct = 52.6
die_height_um = 87.0
core_um2 = 6870
ios = 27
die-area_um2 = 7570
row_count = 30

[sta]
holdWs_ps = 512
fmax_mhz = 369
setup-violations-final = 0
drv_slew = 0
post-route-period-util_pct = 96.8
worst_slack_ps = 88.8
hold_viol_final = 0
max_slew_margin_pct = 59.4
worst_pin_slew_ps = 608
period_needed_ps = 2710
skew_ps = 0.123

[global_route]
antenna_found_initial = 0
grt_pass1_wl_um = 26500
grt_pass1_vias = 4786
grt_max_degree = 55
grt_use_total_pct = 47.1
grt_overflow = 0

[synth]
ys_seq_elements = 11
avgSynthCellArea_um2 = 6.71
async_flop_share_pct = 100
ys_seq_share_pct = 7.72
topCellsByArea = o21ai_0 (6.7%), a21oi_1 (6.4%), nor2_1 (6.0%)
netlist.top_cell.by_area = o21ai_0
synth_top_cell_by_count = nor2_1
synth_top_area_share_pct = 6.65
yosys_area_um2 = 3610
syn_inst = 538
ff_type = dfrtp_1
ys_warn_count = 1
synth_area_um2 = 3610
synth_cell_types = 84
yosys-top-cells-count = nor2_1 (58), nand2_1 (55), o21ai_0 (48)
edf_count = 0
ys_cells = 538

[clocking]
numCtsBuffers = 3
clockRootBuffer = clkbuf_8
clk_path_buf_depth = 2
cts_tree = done
cts.clk_slew.worst_paths_ps = 50
clkSinkCount = 11
holdBufCountCts = 0
cts_max_level = 1
worstSkewPairLatency_ps = 240

[place]
gp_congestion = 1.09
place_hpwl_um = 12500
port_buffers = 26
placed_cell_area_um2 = 5020
pre_cts_ws_ps = -479

[critical_path]
path_class = in -> reg
r2r_setup_slack_ps = 1640
crit_chain = clkdlybuf4s50_1 > buf_4 > or2_2 > o221ai_1 > o32ai_1 > o41ai_2 > a211oi_2 > a2111oi_2 > a31oi_1
cp_max_fo = 4
end_kind = flip-flop
slowest_delay_ps = 490
critPathRequiredTime_ps = 2910
crit_arrival_ps = 2820
cpMaxStageDelayCell = clkdlybuf4s50_1
cp-start-kind = primary input

[worst_hold_path]
min_path_type = reg -> reg

[run_status]
outcome = completed
[path summary, 6_finish.rpt]
path                            startpoint              end  cells past startpoint
max                                ADDR[4]       tmp8bit[2]                      9
max reg2reg                volume_level[0]  volume_level[1]                      3
min reg2reg                volume_level[0]  volume_level[0]                      1
min in group asynchronous           resetN       tmp8bit[3]                      1
min                        volume_level[0]  volume_level[0]                      1
max in group asynchronous           resetN  volume_level[1]                      1
[metrics by stage]
step,setup TNS (ps),std cells
6_report,0,781
5_1_grt,-26.3,780
4_1_cts,0,778
3_5_place_dp,-3180,768
3_3_place_gp,-2740,768
2_1_floorplan,0,538
[layer usage]
layer / vias to the layer above / part of all wire, % / global-route usage, %
li1: 2370 / - / -
met1: 2447 / 38 / 65.6
met2: 528 / 40 / 66.3
met3: 133 / 16 / 15.2
met4: 0 / 6.7 / 22.1
met5: - / 0 / 0
[worst max-delay path: cells and delay by family]
family          cells  cell delay (ps)
compound gates      6             1300
simple gates        1              290
buf+inv             2              690
[cells by family after synthesis]
logic type | count (synthesis) | synth area share [%]
AND-OR/OR-AND | 239 | 46.8
XOR/XNOR | 19 | 6.48
adder cells (fa/ha/maj) | 7 | 2.29
buffers and inverters | 77 | 11.7
flip-flops | 11 | 7.72
multiplexers | 2 | 0.554
AND/OR/NAND/NOR | 183 | 24.5
[state kept, by name, summed over array words and instances, names as in the netlist]
register      count
volume_d          1
tmp8bit           8
volume_level      2
[power groups by stage]
| stage | clock [uW] | sequential [uW] | combinational [uW] |
|---|---|---|---|
| CTS | 165 | 241 | 1530 |
| global route | 179 | 247 | 1700 |
| finish | 164 | 242 | 1610 |
[repair_timing]
| action | 4_1_cts | 5_1_grt |
|---|---|---|
| buffers inserted | 6 | 1 |
| setup endpoints to repair | 7 | 13 |
| pin swaps | 3 | 2 |
| gates cloned | 0 | 1 |
| endpoints found under the hold margin | 0 | 0 |
| gates resized | 12 | 13 |
[layout make-up]
type	instances	share of cell area (%)
antenna	1	0.0476
clock buffer	4	0.857
inverter	6	0.429
multi-input combinational	450	57.5
sequential	11	5.31
tap	96	2.29
timing repair buffer	213	33.6
[placed cells by master, fill, tap and decap left out, types with 8 or more instances in the layout]
cell type        netlist  routed
buf_4                 17     178
nor2_1                58      57
nand2_1               55      54
o21ai_0               48      48
a21oi_1               46      46
clkdlybuf4s50_1        0      22
nor3_1                19      18
a211oi_1              14      14
o22ai_1               12      12
nand3_1               10      10
a31oi_1               10      10
xnor2_1                9       9
a221oi_1               9       9
o211ai_1               8       8
dfrtp_1                8       8
