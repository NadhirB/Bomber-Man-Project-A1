<file path="design.v">
module	VGA_Controller	(	 
					input		logic	[7:0]		RGBIn,
					output	logic	[10:0]	PixelX,
					output	logic	[10:0]	PixelY,
					output	logic			startOfFrame,
						output logic [28:0] oVGA,
						output logic [18:0] address ,
					input		logic	clk,
					input		logic	resetN	);
logic			[10:0]	H_Cont;
logic			[10:0]	V_Cont;
logic      oVGA_HS;
logic      oVGA_HS_d;
logic      oVGA_VS;
const int	H_FRONT	=	24;
const int	H_SYNC	=	40;
const int	H_BACK	=	128;
const int	H_ACT	=	640;
const int	H_BLANK	=	H_FRONT+H_SYNC+H_BACK;
const int	H_TOTAL	=	H_FRONT+H_SYNC+H_BACK+H_ACT;
const int	V_FRONT	=	9;
const int	V_SYNC	=	3;
const int	V_BACK	=	28;
const int	V_ACT	=	480;
const int	V_BLANK	=	V_FRONT+V_SYNC+V_BACK;
const int	V_TOTAL	=	V_FRONT+V_SYNC+V_BACK+V_ACT;
logic VGA_VS_pulse;
logic VGA_VS_d;
int VGA_VS_pulse_cnt;
logic			timer_done;
assign	oVGA		=   	{{~clk},{~((H_Cont<H_BLANK)||(V_Cont<V_BLANK))},{1'b1},{oVGA_VS},{oVGA_HS},
							 {RGBIn[1:0], {6{RGBIn[1]}}},     {RGBIn[4:2], {5{RGBIn[4]}}},      {RGBIn[7:5], {5{RGBIn[7]}}}};  
assign	PixelX	=	(H_Cont>=H_BLANK)	?	H_Cont-H_BLANK	:	11'h0	;
assign	PixelY	=	(V_Cont>=V_BLANK)	?	V_Cont-V_BLANK	:	11'h0	;
assign   address =PixelY*640+PixelX;
always_ff@(posedge clk or negedge resetN)
begin
	if(!resetN)
	begin
		H_Cont		<=	11'b0;
		 oVGA_HS		<=	1'b1;
		oVGA_HS_d		<=	11'b1;
	end
	else
	begin
		if(H_Cont<H_TOTAL) 			
					H_Cont	<=	H_Cont+1'b1;
		else
		H_Cont	<=	11'b0;
		if(H_Cont==H_FRONT-1'b1)			 
			oVGA_HS	<=	1'b0;
		if(H_Cont==H_FRONT+H_SYNC-1'b1)	 
			oVGA_HS	<=	1'b1;
		oVGA_HS_d <= oVGA_HS;
	end
end
always_ff@(posedge clk or negedge resetN)
begin
	if(!resetN)
	begin
		  V_Cont		<=	11'b0;
		  oVGA_VS	<=	1'b1;
		   VGA_VS_d	<= 1'b0;
	end
	else begin
		if (!oVGA_HS_d && oVGA_HS)     
	   begin
			if(V_Cont<V_TOTAL)
				V_Cont	<=	V_Cont+1'b1;
			else
				V_Cont	<=	11'b0;
			if(V_Cont==V_FRONT-1'b1)			 
				oVGA_VS	<=	1'b0;
			if(V_Cont==V_FRONT+V_SYNC-1'b1)	 
				oVGA_VS	<=	1'b1;
	   end
		VGA_VS_d	<= oVGA_VS;
	end
end
assign startOfFrame	= !oVGA_VS && VGA_VS_d; 
endmodule
</file>
<file path="constraint.sdc">
current_design VGA_Controller

set clk_period 7.8
set clk_io_pct 0.2

create_clock -name clk0 -period $clk_period [get_ports {clk}]

set non_clock_inputs [all_inputs -no_clocks]
set_input_delay [expr $clk_period * $clk_io_pct] -clock clk0 $non_clock_inputs
set_output_delay [expr $clk_period * $clk_io_pct] -clock clk0 [all_outputs]
</file>
<file path="run.sh">
#!/bin/bash
# OpenROAD 26Q1-2900-gdf79404cd8, Yosys 0.63+post, stock flow scripts
make -C /OpenROAD-flow-scripts/flow DESIGN_CONFIG=/design/flow/config.mk WORK_HOME=/design/flow/orfs finish
</file>
<file path="config.mk">
export PLATFORM = sky130hd
export DESIGN_NAME = VGA_Controller
export DESIGN_NICKNAME = VGA_Controller
export VERILOG_FILES = /design/flow/design.v
export SDC_FILE = /design/flow/constraint.sdc
export NUM_CORES = 4
export LEC_CHECK = 1
export CORE_UTILIZATION = 40
</file>
==> results.yml <==
# synthesis and place-and-route metrics
cells_and_area:
  layoutNonFillerInstCount: 401
  nFillCells: 645
  seq_area_um2: 654
  syn_to_final_growth_pct: 13.1
  comb_area_mm2: 0.00160
  drive_gt1_share_pct: 6.48
clocking:
  htree_levels: 1
  cts_root_buf: "clkbuf_8"
  clkLatencyLatePin_ps: 280
  path_clk_slew_ps: 100
  cts.hold.buffers_added: 0
  post_cts_buffers: 0
  ctsLongestPathBuffers: 2
  cts_resized: 0
  cts_tree: "done"
  cts_buffers: 3
die:
  die_y_um: 82.6
  coreArea_mm2: 0.00631
  initCoreUtil_pct: 41.2
  ios: 81
  rows: 29
  die_x_um: 82.6
  dieArea_mm2: 0.00682
sta:
  final.setup.tns_ps: 0
  finClkSkew_ps: 8.88
  rsz0062_at_grt: "false"
  fmax_mhz: 159
  min_period_over_period_pct: 80.5
  fin_crit_ps: 6280
  final-setup-viol-count: 0
  relSlewSlack_pct: 45.4
  slew_viol_final: 0
  hold_viol: 0
  worst_pin_slew_ps: 817
detailed_routing:
  dr_total_vias: 2027
  ant_nets: 0
  viasPerCell: 5.05
  drc_errors: 0
  detail_route.iter0.violations: 80
  routed_wl_um: 5060
  drt_pass1_iterations: 4
  wl_per_cell_um: 12.6
  diodes: 0
worst_setup_path:
  cp.required_ps: 6240
  cp_max_fo: 11
  startpoint_type: "register"
  crit_arrival_ps: 4720
  cp-end-kind: "output pin"
  crit_type: "reg -> out"
place:
  port_buffers: 47
  place_hpwl_um: 3980
  place.gp.congestion: 0.872
  place_inst: 397
run:
  warnings: 31
  maxCapViolCount: 0
synthesis:
  edf_count: 0
  ys_seq_elements: 26
  yosysWarnings: 1
  async_flop_share_pct: 100
  synth_area_mm2: 0.00260
  yosys_area_mm2: 0.00260
  yosys.area.top_type_share_pct: 22.1
  top_area_cell: "dfrtp_1"
  synth_cell_types: 48
  syn_area_per_cell_um2: 8.30
  synth.most_common_cell: "nor2_1"
  top_cells_by_count: "nor2_1, buf_4, ha_1"
  ys_seq_share_pct: 25.2
  yosys_most_used_dff: "dfrtp_1"
  syn_inst: 313
  ys_cells: 313
  area_leaders: "dfrtp_1, ha_1, buf_4, nor2_1, xnor2_1"
global_routing:
  grt_pass1_vias: 1989
  antenna_found_initial: 0
  grtUsageTotal_pct: 16.8
  grt_max_degree: 27
  gr-total-overflow: 0
  grt_pass1_wl_um: 8870
power_and_ir_drop:
  fin_total_pwr_uw: 233
  power_density_mw_per_mm2: 79.3
  peakVddDrop_mv: 0.0553
  p_leak_nw: 1.41
status:
  status: "completed"
hold_path:
  hold_class: "reg -> reg"
final timing paths:
check | from | end | slack (ps) | cells past startpoint
worst max-delay path | V_Cont[6]$_DFFE_PN0P_ | address[18] | 1520 | 14
worst min-delay path | oVGA_HS$_DFFE_PN1P_ | oVGA_HS_d$_DFF_PN1_ | 410 | 0
worst max register to register | V_Cont[6]$_DFFE_PN0P_ | oVGA_VS$_DFFE_PN1P_ | 5740 | 5
worst min register to register | oVGA_HS$_DFFE_PN1P_ | oVGA_HS_d$_DFF_PN1_ | 410 | 0
max in group asynchronous | resetN | oVGA_VS$_DFFE_PN1P_ | 5850 | 2
min in group asynchronous | resetN | V_Cont[2]$_DFFE_PN0P_ | 1650 | 2
layout by cell type, fill, tap and decap left out, types with 2 or more instances in the layout:
| master | instances |
|---|---|
| nand2b_1 | 4 |
| nor3_1 | 6 |
| a31oi_1 | 2 |
| or2_2 | 2 |
| or3_1 | 5 |
| nand2_1 | 19 |
| a22o_1 | 2 |
| buf_4 | 2 |
| a21oi_1 | 10 |
| dfrtp_1 | 23 |
| nand4_1 | 2 |
| nor2_1 | 50 |
| or3_4 | 2 |
| a21o_1 | 7 |
| clkdlybuf4s50_1 | 47 |
| and3_1 | 5 |
| dfstp_2 | 3 |
| xor2_1 | 13 |
| ha_1 | 27 |
| xnor2_1 | 15 |
| inv_1 | 12 |
| a211oi_1 | 3 |
| nand3_1 | 5 |
| clkbuf_8 | 3 |
| o21ai_0 | 16 |
| nor4_1 | 4 |
| o21bai_1 | 2 |
| fa_1 | 2 |
| nor2b_1 | 10 |
| o21a_1 | 2 |
metal layers:
layer	wire [um]	vias up	track usage (%)
met3	313	2	3.34
met2	2310	43	27.4
met1	2430	928	24.4
met5	0	-	0
met4	10	0	1.38
li1	-	1054	-
stage by stage:
step / instance area, um^2 / setup WS (ps) / utilization, % / hold slack, ps
floorplan: 2600 / 2330 / - / 378
global placement: 2890 / 1880 / 45.8 / 387
detailed placement: 2890 / 1820 / 45.8 / 391
CTS: 2940 / 1490 / 46.6 / 406
global route: 2940 / 1180 / 46.6 / 420
finish: 2940 / 1520 / 46.6 / 407
cell type report:
| cell class | count | area share [%] |
|---|---|---|
| Multi-Input combinational cell | 232 | 54.6 |
| Sequential cell | 26 | 22.3 |
| Timing Repair Buffer | 48 | 16.2 |
| Tap cell | 77 | 3.28 |
| Clock buffer | 4 | 1.75 |
| Inverter | 12 | 1.53 |
| Clock inverter | 2 | 0.426 |
registers in the layout (all words and copies together), names as in the netlist:
signal / count
VGA_VS_d: 1
V_Cont: 11
H_Cont: 11
oVGA_VS: 1
oVGA_HS_d: 1
oVGA_HS: 1
critical path: stages (launching register included):
cell,delay (ps)
dfrtp_1,500
or3_4,390
or3_4,390
nor2b_4,260
nor2_1,150
ha_1,300
ha_1,240
fa_1,430
a211oi_1,290
nor2_1,100
nor2_1,210
nand4b_1,180
nor4_1,340
xor2_1,190
clkdlybuf4s50_1,470
where the power goes:
group | total [mW] | switching, mW | leakage (nW) | internal (mW)
Sequential | 0.135 | 0 | 0.343 | 0.135
Clock | 0.0948 | 0.0483 | 0.0353 | 0.0464
Combinational | 0.00343 | 0.00267 | 1.03 | 0.000767
Total | 0.233 | 0.0510 | 1.41 | 0.182
cell families (layout without fill, tap and decap cells):
logic type      after synthesis  count (layout)  synth area share [%]
simple gates                122             122                  23.4
buf+inv                      55              66                  13.1
compound gates               51              51                  13.3
fa+ha+maj                    29              29                  14.5
xor+xnor                     29              29                  10.3
flops                        26              26                  25.2
other cells                   1               1                 0.144
Power figures rest on the tool's default switching activity, not on a simulated workload.
