===== design.v =====
module	enemyBitMap	(	
					input	logic	clk,
					input	logic	resetN,
					input logic	[10:0] offsetX, 
					input logic	[10:0] offsetY,
					input	logic	InsideRectangle,  
					input logic [3:0] direction,  
					output logic drawingRequest,  
					output logic [7:0] RGBout,   
				   output logic [3:0] HitEdgeCode  
 ) ;
localparam  int OBJECT_NUMBER_OF_Y_BITS = 5;   
localparam  int OBJECT_NUMBER_OF_X_BITS = 5;   
const logic [3:0] TOP =		 4'b0100; 
const logic [3:0] RIGHT =   4'b0010; 
const logic [3:0] LEFT =	 4'b1000; 
const logic [3:0] BOTTOM =  4'b0001; 
localparam logic [7:0] TRANSPARENT_ENCODING = 8'h00; 
logic [0:31] [0:31] [7:0] object_colors = {
{8'h00,8'h00,8'h00,8'h00,8'h00,8'h00,8'h04,8'h04,8'h04,8'h00,8'h00,8'h00,8'h00,8'h00,8'h00,8'h00,8'h00,8'h00,8'h00,8'h00,8'h00,8'h00,8'h00,8'h00,8'h00,8'h00,8'h00,8'h00,8'h00,8'h00,8'h00,8'h00},
	{8'h00,8'h00,8'h00,8'h00,8'h04,8'h04,8'h31,8'h31,8'h31,8'h04,8'h04,8'h00,8'h00,8'h00,8'h00,8'h00,8'h00,8'h00,8'h00,8'h00,8'h00,8'h00,8'h00,8'h00,8'h00,8'h00,8'h00,8'h00,8'h00,8'h00,8'h00,8'h00},
	{8'h00,8'h00,8'h00,8'h04,8'h31,8'h31,8'h31,8'h31,8'h31,8'h31,8'h31,8'h04,8'h04,8'h00,8'h00,8'h00,8'h00,8'h00,8'h00,8'h00,8'h00,8'h00,8'h00,8'h00,8'h00,8'h00,8'h00,8'h00,8'h00,8'h00,8'h00,8'h00},
	{8'h00,8'h00,8'h04,8'h31,8'h31,8'h04,8'hff,8'h31,8'h31,8'h31,8'h31,8'h31,8'h31,8'h04,8'h00,8'h00,8'h00,8'h00,8'h00,8'h00,8'h00,8'h00,8'h00,8'h00,8'h00,8'h00,8'h00,8'h00,8'h00,8'h00,8'h00,8'h00},
	{8'h00,8'h00,8'h04,8'h31,8'h31,8'h31,8'h31,8'h31,8'h31,8'h31,8'h31,8'h31,8'h31,8'h04,8'h00,8'h00,8'h00,8'h00,8'h00,8'h00,8'h00,8'h00,8'h00,8'h00,8'h00,8'h00,8'h00,8'h00,8'h00,8'h00,8'h00,8'h00},
	{8'hc0,8'h00,8'h00,8'h04,8'h31,8'h31,8'h31,8'h31,8'h31,8'h31,8'h31,8'h31,8'h31,8'h31,8'h04,8'h00,8'h00,8'h00,8'h00,8'h00,8'h00,8'h00,8'h00,8'h00,8'h00,8'h00,8'h00,8'h00,8'h00,8'h00,8'h00,8'h00},
	{8'h00,8'hc0,8'hc0,8'h00,8'h04,8'h04,8'h04,8'hfe,8'hfe,8'h31,8'h31,8'h31,8'h31,8'h31,8'h04,8'h00,8'h00,8'h00,8'h00,8'h00,8'h00,8'h00,8'h00,8'h00,8'h00,8'h00,8'h00,8'h00,8'h00,8'h00,8'h00,8'h00},
	{8'hc0,8'h00,8'h00,8'h00,8'h00,8'h00,8'h00,8'h04,8'hfe,8'hfe,8'h31,8'h31,8'h31,8'h31,8'h04,8'h00,8'h00,8'h00,8'h00,8'h00,8'h00,8'h00,8'h00,8'h00,8'h00,8'h00,8'h00,8'h00,8'h00,8'h00,8'h00,8'h00},
	{8'h00,8'h00,8'h00,8'h00,8'h00,8'h00,8'h00,8'h00,8'h04,8'hda,8'h31,8'h31,8'h31,8'h31,8'h04,8'h00,8'h00,8'h00,8'h00,8'h00,8'h00,8'h00,8'h00,8'h00,8'h00,8'h00,8'h00,8'h00,8'h00,8'h00,8'h00,8'h00},
	{8'h00,8'h00,8'h00,8'h00,8'h00,8'h00,8'h00,8'h00,8'h04,8'hfe,8'h31,8'h31,8'h31,8'h31,8'h04,8'h00,8'h00,8'h00,8'h00,8'h00,8'h00,8'h00,8'h00,8'h00,8'h00,8'h00,8'h00,8'h00,8'h00,8'h00,8'h00,8'h00},
	{8'h00,8'h00,8'h00,8'h00,8'h00,8'h00,8'h00,8'h04,8'hfe,8'hfe,8'h31,8'h31,8'h31,8'h04,8'h00,8'h00,8'h00,8'h00,8'h00,8'h00,8'h00,8'h00,8'h00,8'h00,8'h00,8'h00,8'h00,8'h00,8'h00,8'h00,8'h00,8'h00},
	{8'h00,8'h00,8'h00,8'h00,8'h00,8'h00,8'h00,8'h04,8'hda,8'hda,8'h31,8'h31,8'h31,8'h04,8'h00,8'h00,8'h00,8'h00,8'h00,8'h00,8'h00,8'h00,8'h00,8'h00,8'h00,8'h00,8'h00,8'h00,8'h00,8'h00,8'h00,8'h00},
	{8'h00,8'h00,8'h00,8'h00,8'h00,8'h00,8'h04,8'hfe,8'hfe,8'hfe,8'h31,8'h31,8'h31,8'h04,8'h00,8'h00,8'h00,8'h00,8'h00,8'h00,8'h00,8'h00,8'h00,8'h00,8'h00,8'h00,8'h00,8'h00,8'h00,8'h00,8'h00,8'h00},
	{8'h00,8'h00,8'h00,8'h00,8'h00,8'h00,8'h04,8'hfe,8'hfe,8'h31,8'h31,8'h31,8'h04,8'h00,8'h00,8'h00,8'h00,8'h00,8'h00,8'h00,8'h00,8'h00,8'h00,8'h00,8'h00,8'h00,8'h00,8'h00,8'h00,8'h00,8'h00,8'h00},
	{8'h00,8'h00,8'h00,8'h00,8'h00,8'h04,8'hda,8'hda,8'hda,8'h31,8'h31,8'h31,8'h04,8'h00,8'h00,8'h00,8'h00,8'h00,8'h00,8'h00,8'h00,8'h00,8'h04,8'h04,8'h04,8'h04,8'h04,8'h04,8'h00,8'h00,8'h00,8'h00},
	{8'h00,8'h00,8'h00,8'h00,8'h04,8'hfe,8'hfe,8'hfe,8'hfe,8'h31,8'h31,8'h31,8'h04,8'h00,8'h00,8'h00,8'h00,8'h00,8'h00,8'h00,8'h00,8'h04,8'h31,8'h31,8'h31,8'h31,8'h31,8'h31,8'h04,8'h04,8'h00,8'h00},
	{8'h00,8'h00,8'h04,8'h04,8'hfe,8'hfe,8'hfe,8'h31,8'h31,8'h31,8'h04,8'h04,8'h00,8'h00,8'h00,8'h00,8'h00,8'h00,8'h00,8'h00,8'h04,8'h31,8'h31,8'h31,8'h04,8'h04,8'h04,8'h04,8'h04,8'h04,8'h04,8'h00},
	{8'h00,8'h04,8'hda,8'hda,8'hda,8'hda,8'h31,8'h31,8'h31,8'h04,8'h00,8'h00,8'h00,8'h00,8'h00,8'h00,8'h00,8'h00,8'h00,8'h04,8'h31,8'h31,8'h31,8'h04,8'h00,8'h00,8'h00,8'h00,8'h00,8'h00,8'h04,8'h04},
	{8'h04,8'hfe,8'hfe,8'hfe,8'hfe,8'hfe,8'h31,8'h31,8'h04,8'h00,8'h00,8'h00,8'h00,8'h00,8'h00,8'h00,8'h00,8'h00,8'h00,8'h04,8'h31,8'h31,8'h04,8'h00,8'h00,8'h00,8'h00,8'h00,8'h00,8'h00,8'h00,8'h04},
	{8'h04,8'hfe,8'hfe,8'hfe,8'hfe,8'h31,8'h31,8'h31,8'h04,8'h00,8'h00,8'h00,8'h00,8'h00,8'h00,8'h00,8'h00,8'h00,8'h00,8'h04,8'h31,8'h31,8'h04,8'h00,8'h00,8'h00,8'h00,8'h00,8'h00,8'h00,8'h00,8'h00},
	{8'h04,8'hda,8'hda,8'hda,8'hda,8'h31,8'h31,8'h31,8'h04,8'h00,8'h00,8'h00,8'h00,8'h00,8'h00,8'h00,8'h00,8'h00,8'h00,8'h00,8'h04,8'h31,8'h31,8'h04,8'h04,8'h04,8'h04,8'h04,8'h00,8'h00,8'h00,8'h00},
	{8'h00,8'h04,8'hfe,8'hfe,8'hfe,8'h31,8'h31,8'h31,8'h31,8'h04,8'h04,8'h00,8'h00,8'h00,8'h00,8'h00,8'h00,8'h00,8'h00,8'h00,8'h00,8'h04,8'h31,8'h31,8'h31,8'h31,8'h31,8'h31,8'h04,8'h00,8'h00,8'h00},
	{8'h00,8'h04,8'hfe,8'hfe,8'hfe,8'hfe,8'hfe,8'h31,8'h31,8'h31,8'h31,8'h04,8'h00,8'h00,8'h00,8'h00,8'h00,8'h00,8'h00,8'h00,8'h00,8'h00,8'h04,8'h04,8'h04,8'h04,8'h31,8'h31,8'h31,8'h04,8'h00,8'h00},
	{8'h00,8'h00,8'h04,8'hda,8'hda,8'hda,8'hda,8'hda,8'hda,8'h31,8'h31,8'h31,8'h04,8'h04,8'h00,8'h00,8'h00,8'h00,8'h00,8'h00,8'h00,8'h00,8'h00,8'h00,8'h00,8'h00,8'h04,8'h31,8'h31,8'h31,8'h04,8'h00},
	{8'h00,8'h00,8'h00,8'h04,8'hfe,8'hfe,8'hfe,8'hfe,8'hfe,8'hfe,8'h31,8'h31,8'h31,8'h31,8'h04,8'h04,8'h00,8'h00,8'h00,8'h00,8'h00,8'h00,8'h00,8'h00,8'h00,8'h00,8'h00,8'h04,8'h04,8'h31,8'h31,8'h04},
	{8'h00,8'h00,8'h00,8'h00,8'h04,8'h04,8'hfe,8'hfe,8'hfe,8'hfe,8'hfe,8'h31,8'h31,8'h31,8'h31,8'h31,8'h04,8'h04,8'h04,8'h00,8'h00,8'h00,8'h00,8'h00,8'h00,8'h04,8'h04,8'h31,8'h31,8'h31,8'h31,8'h04},
	{8'h00,8'h00,8'h00,8'h00,8'h00,8'h00,8'h04,8'hda,8'hda,8'hda,8'hda,8'hda,8'h31,8'h31,8'h31,8'h31,8'h31,8'h31,8'h31,8'h04,8'h04,8'h04,8'h04,8'h04,8'h04,8'h31,8'h31,8'h31,8'h31,8'h31,8'h04,8'h00},
	{8'h00,8'h00,8'h00,8'h00,8'h00,8'h00,8'h00,8'h04,8'h04,8'hfe,8'hfe,8'hfe,8'hfe,8'h31,8'h31,8'h31,8'h31,8'h31,8'h31,8'h31,8'h31,8'h31,8'h31,8'h31,8'h31,8'h31,8'h31,8'h31,8'h04,8'h04,8'h00,8'h00},
	{8'h00,8'h00,8'h00,8'h00,8'h00,8'h00,8'h00,8'h00,8'h00,8'h04,8'h04,8'h04,8'hfe,8'hfe,8'h31,8'h31,8'h31,8'h31,8'h31,8'h31,8'h31,8'h31,8'h31,8'h31,8'h31,8'h31,8'h04,8'h04,8'h00,8'h00,8'h00,8'h00},
	{8'h00,8'h00,8'h00,8'h00,8'h00,8'h00,8'h00,8'h00,8'h00,8'h00,8'h00,8'h00,8'h04,8'h04,8'h31,8'h31,8'h31,8'h31,8'h31,8'h31,8'h31,8'h04,8'h04,8'h04,8'h04,8'h04,8'h00,8'h00,8'h00,8'h00,8'h00,8'h00},
	{8'h00,8'h00,8'h00,8'h00,8'h00,8'h00,8'h00,8'h00,8'h00,8'h00,8'h00,8'h00,8'h00,8'h00,8'h04,8'h04,8'h31,8'h31,8'h31,8'h04,8'h04,8'h00,8'h00,8'h00,8'h00,8'h00,8'h00,8'h00,8'h00,8'h00,8'h00,8'h00},
	{8'h00,8'h00,8'h00,8'h00,8'h00,8'h00,8'h00,8'h00,8'h00,8'h00,8'h00,8'h00,8'h00,8'h00,8'h00,8'h00,8'h04,8'h04,8'h04,8'h00,8'h00,8'h00,8'h00,8'h00,8'h00,8'h00,8'h00,8'h00,8'h00,8'h00,8'h00,8'h00}};
logic [0:3] [0:3] [3:0] hit_colors = 
			{16'h8442,
			 16'h8842,
			 16'h8122,
			 16'h1111};
always_ff@(posedge clk or negedge resetN)
begin
	if(!resetN) begin
		RGBout <=	8'h00;
		HitEdgeCode <= 3'h0;
	end
	else begin
		RGBout <= TRANSPARENT_ENCODING ;  
		HitEdgeCode <= 3'h0;
		if (InsideRectangle == 1'b1 ) 
		begin  
			case(direction)
				LEFT  : RGBout <= object_colors[offsetY][offsetX];
				RIGHT : RGBout <= object_colors[offsetY][31 - offsetX];
				TOP   : RGBout <= object_colors[31 - offsetX][offsetY];
				BOTTOM: RGBout <= object_colors[offsetX][31 - offsetY];
			endcase
			HitEdgeCode <= hit_colors[offsetY >> 3][offsetX >> 3];	 
		end  	
	end
end
assign drawingRequest = (RGBout != TRANSPARENT_ENCODING ) ? 1'b1 : 1'b0 ;  
endmodule

===== constraint.sdc =====
current_design enemyBitMap

set clk_period 1.1
set clk_io_pct 0.2

create_clock -name clk0 -period $clk_period [get_ports {clk}]

set non_clock_inputs [all_inputs -no_clocks]
set_input_delay [expr $clk_period * $clk_io_pct] -clock clk0 $non_clock_inputs
set_output_delay [expr $clk_period * $clk_io_pct] -clock clk0 [all_outputs]

===== run.sh =====
#!/bin/bash
# OpenROAD 26Q1-2900-gdf79404cd8, Yosys 0.63+post, stock flow scripts
make -C /OpenROAD-flow-scripts/flow DESIGN_CONFIG=/design/flow/config.mk WORK_HOME=/design/flow/orfs finish

===== config.mk =====
export PLATFORM = sky130hd
export DESIGN_NAME = enemyBitMap
export DESIGN_NICKNAME = enemyBitMap
export VERILOG_FILES = /design/flow/design.v
export SDC_FILE = /design/flow/constraint.sdc
export NUM_CORES = 4
export LEC_CHECK = 1
export CORE_UTILIZATION = 50

==> job_summary.md <==
## PnR job results

| Metric | Value |
|---|---|
| DR vias | `21,400` |
| Die y size | `roughly 150 um` |
| Inserted Clock Buffers | `3` |
| Final wirelength | `80.2 mm` |
| Critical path required time | `between 1 and 1.5 ns` |
| Ao+oa area frac | `between 50% and 60%` |
| Slew Limit Fails | `0` |
| Most common cell on crit path | `buf_4` |
| Synthesis-stage register bit count | `10` |
| Yosys Chip Area | `~12,000 um2` |
| TritonCTS clock tree | `yes` |
| Die Width | `around 150 um` |
| Slack of the critical path | `-2.64 ns` |
| DR vias/cell | `roughly 7.7` |
| # Cells Yosys | `between 1,500 and 2,000` |
| Max-Cap Viols | `0` |
| Main flop type | `dfrtp_1` |
| And+or+nand+nor area frac | `26.7%` |
| Crit path largest cell delay | `~0.6 ns` |
| Data arrival time of the critical path | `3.84 ns` |
| Yosys adder share | `between 3 and 4%` |
| # rows | `55` |
| # setup viols final | `17` |
| Cell area leaders | `a21oi_1 10%, o21ai_0 8.9%, nor2_1 5.6%` |
| Clock buffer depth | `2` |
| Storage cell area | `between 200 and 300 um2` |
| P&R area growth vs syn | `58.4%` |
| Die area | `about 24,000 um2` |
| Final GP Congestion | `roughly 1.2` |
| LEAKAGE | `about 7.6 nW` |
| Pwr dens | `between 1000 and 1500 nW/um2` |
| Proportion of layout cells with a drive suffix above 1 | `between 30% and 40%` |
| Post-synth EDFFs | `0` |
| Final Cell Area | `around 18,000 um2` |
| Cell Chain, Critical Path | `clkdlybuf4s50_1, inv_1, xnor2_2, buf_4, ha_4, nand4_1, a211oi_2, buf_4, buf_12, o21ai_0, a31oi_1, o311a_1, nor2_1, buf_4, a211oi_4, a311oi_2` |
| All-layer global routing usage | `between 60% and 70%` |
| Post-Syn Area | `between 10,000 and 15,000 um2` |
| Yosys xor share | `roughly 4.4%` |
| Initial antenna violation count | `1` |
| Syn. warnings | `1` |
| Log Warnings | `30` |
| Finished Core Util | `between 80% and 90%` |
| Final critical-path share of the clock period | `340%` |
| Maximum number of pins on one net before global-route repair | `62` |
| Fillers | `about 1,500` |
| Top Usage Layer GRT | `met2` |
| Async SR Flop Fraction | `roughly 100%` |
| Maximum vdd drop | `between 0.0008 and 0.0009 V` |
| FP Util | `between 50% and 60%` |
| Yosys top cell area share | `10.1%` |
| PortBufs | `approximately 41` |
| Met3 usage | `37.1%` |
| Slew @ Worst Pin | `about 0.9 ns` |
| Vias in the first global route | `19,000` |
| HP Class | `in2async` |
| CTS clock-pin slew for the worst setup and hold paths | `0.04 ns` |
| GR Overflow Total | `0` |
| Final Hold Fails | `0` |
| Critical Path Source Type | `input pin` |
| Synth Seq Share | `2.15%` |
| Initial drt markers | `4,328` |
| Final worst path period need | `roughly 3.7 ns` |
| Unrepaired setup endpoints after global routing | `yes` |
| First-pass GRT wire length | `roughly 120 mm` |
| CP Capture Type | `flop` |
| Residual DRC count | `0` |
| HPWL Detailed | `53.5 mm` |
| Placed instance area | `about 17,000 um2` |
| Slowest CP cell | `clkdlybuf4s50_1` |
| Hold buffer count at cts | `0` |
| DR WL/cell | `between 20 and 30 um` |
| Post-synthesis cell type count | `88` |
| Top logic family | `AND-OR/OR-AND gates` |
| Hold WS | `around 0.28 ns` |
| Failing checks | `negative setup slack` |
| Final antenna-violating net count | `0` |
| CTS root buf | `clkbuf_16` |
| Avg Synthesized Cell Area | `approximately 6.0 um2` |
| Core region area | `~23,000 um2` |
| Post-Syn Instances | `between 1,500 and 2,000` |
| Met1 global-route usage | `between 70 and 80%` |
| I/O pin cnt | `between 40 and 50` |
| Met2 Track Usage GR | `86.9%` |
| Status | `complete, but fails checks` |
| Max Clock Freq | `between 0.2 and 0.3 GHz` |
| Mux share | `0.711%` |
| CP Max Fanout | `10` |
| Max_slew headroom | `37.9%` |
| Router iterations before antenna repair | `22` |
| Area leader, netlist | `a21oi_1` |
| Logic cell area | `around 12,000 um2` |
| CTS sink cnt | `10` |
| Crit path kind | `in2reg` |
| H-tree levels | `1` |
critical path, delay by kind of cell:
kind | cells | cell delay, ns
adder cells (fa/ha/maj) | 1 | 0.28
XOR/XNOR | 1 | 0.24
AND/OR/NAND/NOR | 2 | 0.19
buffers and inverters | 6 | 1.53
AND-OR/OR-AND | 6 | 1.37
where the power goes:
part	internal (mW)	switching, mW
registers	0.392	0.0303
logic	7.51	10.3
clock network	0.546	0.168
total	8.45	10.5
layout make-up:
class | count | share of cell area (%)
multi-input combinational | 1686 | 62.8
timing repair buffer | 751 | 32.7
clock buffer | 4 | 0.483
inverter | 28 | 0.734
antenna | 1 | 0.0136
sequential | 10 | 1.36
tap | 285 | 1.94
worst paths after layout:
kind	depth (start not counted)	end	slack, ns	start
min in group clk0	4	HitEdgeCode[3]	0.71	offsetX[5]
max in group asynchronous	2	RGBout[0]	0.67	resetN
min	2	HitEdgeCode[1]	0.28	resetN
max	16	RGBout[5]	-2.64	offsetY[10]
logic make-up (layout without fill, tap and decap cells):
logic type | after synthesis | after routing
AND/OR/NAND/NOR | 637 | 637
flip-flops | 10 | 10
multiplexers | 8 | 8
XOR/XNOR | 56 | 60
other | 0 | 1
AND-OR/OR-AND | 947 | 947
adder cells (fa/ha/maj) | 34 | 34
buffers and inverters | 260 | 783
metal layers:
layer / vias to the layer above / routed length (um)
met2: 2405 / 29500
met5: - / 109
li1: 8586 / -
met1: 9361 / 25100
met4: 6 / 11300
met3: 1035 / 14100
through the flow:
stage	total power, mW	cells	setup WS [ns]	setup TNS [ns]
final	18.9	2765	-2.64	-19.32
after global routing	19.4	2765	-2.77	-19.70
after CTS	16.6	2753	-2.25	-16.36
after detailed placement	14.8	2715	-3.05	-25.00
after global placement	14.8	2715	-3.00	-24.61
after floorplan	8.07	1952	-2.20	-16.03
what timing repair did:
item / 4_1_cts / 5_1_grt
setup buffers: 33 / 12
pin swaps: 57 / 70
gates cloned: 6 / 0
resized: 181 / 111
endpoints found under the setup margin: 23 / 17
synth_stat cells (9+ instances only):
master	number
a21oi_1	235
o21ai_0	207
nor2_1	174
clkbuf_1	162
nand2_1	161
nor3_1	60
a31oi_1	51
nand2b_1	46
o22ai_1	43
a211oi_1	41
nor2b_1	38
nand3_1	37
buf_2	36
buf_1	32
o211ai_1	31
ha_1	29
o31ai_1	28
xnor2_1	27
xor2_1	27
a21o_1	24
a22oi_1	21
nor4_1	21
a2111oi_0	19
a221oi_1	19
o221ai_1	19
a311oi_1	18
inv_1	18
nand4_1	16
o21ai_1	16
and2_1	15
o2111ai_1	15
o21a_1	12
a211o_1	11
o32ai_1	11
or2_1	11
or3_1	11
dfrtp_1	10
o311ai_0	10
a32oi_1	9
inv_2	9
o41ai_1	9
flip-flops by register name (all words and copies together), names as in the netlist:
register / count
HitEdgeCode: 4
RGBout: 6
placed cells by master, fill, tap and decap left out, drive strengths merged, types with 10 or more instances in the layout:
master / instances
a2111oi: 19
a211o: 11
a211oi: 42
a21boi: 10
a21o: 24
a21oi: 235
a221oi: 19
a22oi: 21
a311oi: 18
a31oi: 51
and2: 16
buf: 734
dfrtp: 10
ha: 29
inv: 28
nand2: 161
nand2b: 46
nand3: 37
nand4: 16
nor2: 174
nor2b: 38
nor3: 60
nor4: 21
o2111ai: 15
o211ai: 31
o21a: 12
o21ai: 223
o221ai: 19
o22ai: 43
o311ai: 14
o31ai: 28
o32ai: 11
or2: 16
or3: 11
xnor2: 29
xor2: 29
Power is estimated from default activity; no workload was simulated.
