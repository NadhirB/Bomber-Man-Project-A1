### design/flow/config.mk
export PLATFORM = sky130hd
export DESIGN_NAME = bluebombBitMap
export DESIGN_NICKNAME = bluebombBitMap
export VERILOG_FILES = /design/flow/design.v
export SDC_FILE = /design/flow/constraint.sdc
export NUM_CORES = 4
export LEC_CHECK = 1
export CORE_UTILIZATION = 30
### design/flow/run.sh
#!/bin/bash
# OpenROAD 26Q1-2900-gdf79404cd8, Yosys 0.63+post, stock flow scripts
make -C /OpenROAD-flow-scripts/flow DESIGN_CONFIG=/design/flow/config.mk WORK_HOME=/design/flow/orfs finish
### design/flow/design.v
module	bluebombBitMap	(	
					input	logic	clk,
					input	logic	resetN,
					input logic	[10:0] offsetX, 
					input logic	[10:0] offsetY,
					input	logic	InsideRectangle,  
					output	logic	drawingRequest,  
					output	logic	[7:0] RGBout   
 ) ;
localparam  int OBJECT_NUMBER_OF_Y_BITS = 5;   
localparam  int OBJECT_NUMBER_OF_X_BITS = 5;   
localparam logic [7:0] TRANSPARENT_ENCODING = 8'hff; 
logic [0:31] [0:31] [7:0] object_colors = {
	{8'hff,8'hff,8'hff,8'hff,8'hff,8'hff,8'hff,8'he0,8'hff,8'hff,8'hff,8'hff,8'hff,8'hff,8'hff,8'hff,8'hff,8'hff,8'hff,8'hff,8'hff,8'hff,8'hff,8'hff,8'hff,8'hff,8'hff,8'hff,8'hff,8'hff,8'hff,8'hff},
	{8'hff,8'hff,8'hff,8'hff,8'hff,8'he4,8'he4,8'he4,8'hff,8'hff,8'hff,8'hff,8'hff,8'hff,8'hff,8'hff,8'hff,8'hff,8'hff,8'hff,8'hff,8'hff,8'hff,8'hff,8'hff,8'hff,8'hff,8'hff,8'hff,8'hff,8'hff,8'hff},
	{8'hff,8'hff,8'hff,8'hff,8'hff,8'he4,8'hf4,8'he4,8'he0,8'he0,8'hff,8'hff,8'hff,8'hff,8'hff,8'hff,8'hff,8'hff,8'hff,8'hff,8'hff,8'hff,8'hff,8'hff,8'hff,8'hff,8'hff,8'hff,8'hff,8'hff,8'hff,8'hff},
	{8'hff,8'hff,8'hff,8'hff,8'hff,8'he4,8'hfc,8'hf8,8'hf8,8'hf0,8'hff,8'hff,8'hff,8'hff,8'hff,8'hff,8'hff,8'hff,8'hff,8'hff,8'hff,8'hff,8'hff,8'hff,8'hff,8'hff,8'hff,8'hff,8'hff,8'hff,8'hff,8'hff},
	{8'hff,8'hff,8'hff,8'hff,8'hff,8'he4,8'hf0,8'hfd,8'hfd,8'hf4,8'he0,8'hff,8'hff,8'hff,8'hff,8'hff,8'hff,8'hff,8'hff,8'hff,8'hff,8'hff,8'hff,8'hff,8'hff,8'hff,8'hff,8'hff,8'hff,8'hff,8'hff,8'hff},
	{8'hff,8'hff,8'hff,8'hff,8'hff,8'h00,8'hd1,8'hd1,8'hfc,8'he0,8'hff,8'hff,8'hff,8'hff,8'hff,8'hff,8'hff,8'hff,8'hff,8'hff,8'hff,8'hff,8'hff,8'hff,8'hff,8'hff,8'hff,8'hff,8'hff,8'hff,8'hff,8'hff},
	{8'hff,8'hff,8'hff,8'hff,8'h00,8'hf1,8'h8c,8'h00,8'he0,8'hff,8'hff,8'hff,8'hff,8'hff,8'hff,8'hff,8'hff,8'hff,8'hff,8'hff,8'hff,8'hff,8'hff,8'hff,8'hff,8'hff,8'hff,8'hff,8'hff,8'hff,8'hff,8'hff},
	{8'hff,8'hff,8'hff,8'hff,8'h00,8'h8c,8'h00,8'hff,8'hff,8'hff,8'hff,8'hff,8'h00,8'h00,8'h00,8'hff,8'hff,8'hff,8'hff,8'hff,8'hff,8'hff,8'hff,8'hff,8'hff,8'hff,8'hff,8'hff,8'hff,8'hff,8'hff,8'hff},
	{8'hff,8'hff,8'hff,8'hff,8'h8c,8'h8c,8'h00,8'hff,8'hff,8'hff,8'h00,8'h9b,8'h2e,8'h32,8'h9b,8'h00,8'hff,8'hff,8'hff,8'hff,8'hff,8'hff,8'hff,8'hff,8'hff,8'hff,8'hff,8'hff,8'hff,8'hff,8'hff,8'hff},
	{8'hff,8'hff,8'hff,8'hff,8'h00,8'hac,8'h00,8'h32,8'h0e,8'h00,8'h32,8'h0d,8'h0d,8'h7b,8'h0d,8'h2e,8'h00,8'hff,8'hff,8'hff,8'hff,8'hff,8'hff,8'hff,8'hff,8'hff,8'hff,8'hff,8'hff,8'hff,8'hff,8'hff},
	{8'hff,8'hff,8'hff,8'hff,8'hff,8'h00,8'hac,8'h00,8'h9b,8'h9b,8'h7b,8'h7b,8'h0e,8'h0e,8'h2e,8'h0d,8'h2e,8'h00,8'hff,8'hff,8'hff,8'hff,8'hff,8'hff,8'hff,8'hff,8'hff,8'hff,8'hff,8'hff,8'hff,8'hff},
	{8'hff,8'hff,8'hff,8'hff,8'h7b,8'h0e,8'h00,8'hac,8'h00,8'h00,8'h9b,8'h9b,8'h00,8'h0e,8'h2e,8'h32,8'h0d,8'h2e,8'h00,8'hff,8'hff,8'hff,8'hff,8'hff,8'hff,8'hff,8'hff,8'hff,8'hff,8'hff,8'hff,8'hff},
	{8'hff,8'hff,8'hff,8'hff,8'h00,8'h00,8'h32,8'h00,8'hd1,8'h00,8'h32,8'h9b,8'h2e,8'h00,8'h0e,8'h2e,8'h2e,8'h0d,8'h2e,8'h00,8'hff,8'hff,8'hff,8'hff,8'hff,8'hff,8'hff,8'hff,8'hff,8'hff,8'hff,8'hff},
	{8'hff,8'hff,8'h00,8'h00,8'h32,8'h9b,8'h00,8'h9b,8'h00,8'h32,8'h9b,8'h0d,8'h0d,8'h0e,8'h00,8'h0e,8'h2e,8'h2e,8'h2e,8'h32,8'h00,8'h00,8'h00,8'hff,8'hff,8'hff,8'hff,8'hff,8'hff,8'hff,8'hff,8'hff},
	{8'hff,8'h00,8'h9b,8'h0e,8'h0d,8'h9b,8'h9b,8'h0e,8'h9b,8'h0e,8'h0e,8'h0e,8'h0e,8'h0d,8'h0e,8'h00,8'h0e,8'h2e,8'h32,8'h32,8'h00,8'h8c,8'h00,8'h00,8'hff,8'hff,8'hff,8'hff,8'hff,8'hff,8'hff,8'hff},
	{8'h00,8'h9b,8'h0e,8'h0d,8'h0d,8'h0d,8'h00,8'h0e,8'h9b,8'h9b,8'h2e,8'h0e,8'h12,8'h0e,8'h0d,8'h0e,8'h00,8'h0e,8'h12,8'h00,8'hac,8'h00,8'h8c,8'h00,8'hff,8'hff,8'hff,8'hff,8'hff,8'hff,8'hff,8'hff},
	{8'hff,8'h00,8'h0e,8'h0d,8'h32,8'h32,8'h0e,8'h00,8'h0e,8'h9b,8'h9b,8'h0e,8'h32,8'h0e,8'h0e,8'h0d,8'h0e,8'h00,8'h00,8'hac,8'h00,8'h00,8'h8c,8'h05,8'h00,8'hff,8'hff,8'hff,8'hff,8'hff,8'hff,8'hff},
	{8'hff,8'hff,8'h00,8'h0e,8'h9b,8'h7b,8'h2e,8'h0e,8'h00,8'h0e,8'h7b,8'h9b,8'h7b,8'h0e,8'h0e,8'h32,8'h0e,8'h00,8'hac,8'h00,8'hac,8'hac,8'h0d,8'h05,8'h2e,8'h00,8'hff,8'hff,8'hff,8'hff,8'hff,8'hff},
	{8'hff,8'hff,8'hff,8'h00,8'h0e,8'h7b,8'h9b,8'h32,8'h0e,8'h00,8'h0e,8'h0e,8'h9b,8'h9b,8'h32,8'h00,8'h8c,8'hf5,8'h00,8'hf5,8'h00,8'h00,8'h32,8'h32,8'h0d,8'h2e,8'h00,8'hff,8'hff,8'hff,8'hff,8'hff},
	{8'hff,8'hff,8'hff,8'hff,8'h00,8'h2e,8'h0e,8'h9b,8'h2e,8'h0e,8'h00,8'h32,8'h0e,8'h9b,8'h00,8'hf5,8'h8c,8'h00,8'hf5,8'h00,8'h00,8'h00,8'h2e,8'h2e,8'h2e,8'h0d,8'h2e,8'h00,8'hff,8'hff,8'hff,8'hff},
	{8'hff,8'hff,8'hff,8'hff,8'hff,8'h00,8'h0e,8'h0e,8'h9b,8'h0e,8'h0e,8'h00,8'h00,8'hf5,8'hac,8'h00,8'hf5,8'hac,8'h00,8'h0e,8'h0d,8'h0e,8'h00,8'h0e,8'h2e,8'h0e,8'h0d,8'h2e,8'h00,8'hff,8'hff,8'hff},
	{8'hff,8'hff,8'hff,8'hff,8'hff,8'hff,8'h00,8'h00,8'h00,8'h00,8'h00,8'hf5,8'hf5,8'h8c,8'h00,8'h8c,8'h8c,8'h00,8'h32,8'h12,8'h32,8'h0d,8'h0e,8'h00,8'h0e,8'h2e,8'h32,8'h32,8'h2e,8'h00,8'hff,8'hff},
	{8'hff,8'hff,8'hff,8'hff,8'hff,8'hff,8'h00,8'hf1,8'h8c,8'hf5,8'h8c,8'h00,8'hf1,8'h8c,8'hac,8'h00,8'h9b,8'h9b,8'h0e,8'h0e,8'h12,8'h0e,8'h0d,8'h0e,8'h00,8'h0e,8'h2e,8'h32,8'h32,8'h2e,8'h00,8'hff},
	{8'hff,8'hff,8'hff,8'hff,8'hff,8'hff,8'hff,8'h00,8'h00,8'hf1,8'h8c,8'hac,8'h00,8'h00,8'h0d,8'h00,8'h0e,8'h9b,8'h9b,8'h0e,8'h12,8'h12,8'h32,8'h0d,8'h0e,8'h00,8'h0e,8'h32,8'h32,8'h32,8'h0e,8'hff},
	{8'hff,8'hff,8'hff,8'hff,8'hff,8'hff,8'hff,8'hff,8'h00,8'h00,8'h00,8'h12,8'h9b,8'h32,8'h0e,8'h0e,8'h00,8'h0e,8'h9b,8'h9b,8'h0e,8'h0e,8'h32,8'h2e,8'h0d,8'h0e,8'h00,8'h0e,8'h0d,8'h0e,8'h00,8'hff},
	{8'hff,8'hff,8'hff,8'hff,8'hff,8'hff,8'hff,8'hff,8'hff,8'hff,8'hff,8'h00,8'h0e,8'h9b,8'h7b,8'h0e,8'h0e,8'h00,8'h12,8'h9b,8'h9b,8'h0e,8'h0e,8'h12,8'h32,8'h0d,8'h0e,8'h00,8'h00,8'h00,8'hff,8'hff},
	{8'hff,8'hff,8'hff,8'hff,8'hff,8'hff,8'hff,8'hff,8'hff,8'hff,8'hff,8'hff,8'h00,8'h0e,8'h9b,8'h9b,8'h0e,8'h0e,8'h00,8'h0e,8'h7b,8'h9b,8'h7b,8'h0e,8'h0e,8'h32,8'h0d,8'h0d,8'h0d,8'hff,8'hff,8'hff},
	{8'hff,8'hff,8'hff,8'hff,8'hff,8'hff,8'hff,8'hff,8'hff,8'hff,8'hff,8'hff,8'hff,8'h00,8'h0e,8'h0e,8'h9b,8'h32,8'h0e,8'h00,8'h0e,8'h0e,8'h9b,8'h9b,8'h0e,8'h12,8'h32,8'h0e,8'h00,8'hff,8'hff,8'hff},
	{8'hff,8'hff,8'hff,8'hff,8'hff,8'hff,8'hff,8'hff,8'hff,8'hff,8'hff,8'hff,8'hff,8'hff,8'h00,8'h32,8'h0e,8'h9b,8'h32,8'h0e,8'h00,8'h05,8'h0e,8'h9b,8'h9b,8'h32,8'h00,8'h00,8'hff,8'hff,8'hff,8'hff},
	{8'hff,8'hff,8'hff,8'hff,8'hff,8'hff,8'hff,8'hff,8'hff,8'hff,8'hff,8'hff,8'hff,8'hff,8'hff,8'h00,8'h05,8'h0e,8'h9b,8'h2e,8'h0d,8'h0e,8'h00,8'h12,8'h12,8'h00,8'hff,8'hff,8'hff,8'hff,8'hff,8'hff},
	{8'hff,8'hff,8'hff,8'hff,8'hff,8'hff,8'hff,8'hff,8'hff,8'hff,8'hff,8'hff,8'hff,8'hff,8'hff,8'hff,8'h00,8'h00,8'h12,8'h7b,8'h00,8'h00,8'hff,8'h00,8'h00,8'hff,8'hff,8'hff,8'hff,8'hff,8'hff,8'hff},
	{8'hff,8'hff,8'hff,8'hff,8'hff,8'hff,8'hff,8'hff,8'hff,8'hff,8'hff,8'hff,8'hff,8'hff,8'hff,8'hff,8'hff,8'hff,8'h00,8'h00,8'hff,8'hff,8'hff,8'hff,8'hff,8'hff,8'hff,8'hff,8'hff,8'hff,8'hff,8'hff}};
always_ff@(posedge clk or negedge resetN)
begin
	if(!resetN) begin
		RGBout <=	8'h00;
	end
	else begin
		RGBout <= TRANSPARENT_ENCODING ;  
		if (InsideRectangle == 1'b1 ) 
		begin  
			RGBout <= object_colors[offsetY][offsetX];
		end  	
	end
end
assign drawingRequest = (RGBout != TRANSPARENT_ENCODING ) ? 1'b1 : 1'b0 ;  
endmodule
### design/flow/constraint.sdc
current_design bluebombBitMap

set clk_period 1.1
set clk_io_pct 0.2

create_clock -name clk0 -period $clk_period [get_ports {clk}]

set non_clock_inputs [all_inputs -no_clocks]
set_input_delay [expr $clk_period * $clk_io_pct] -clock clk0 $non_clock_inputs
set_output_delay [expr $clk_period * $clk_io_pct] -clock clk0 [all_outputs]
==> reports/qor.yml <==
outcome: "complete, but fails checks"
failed_checks: "setup timing"
drt-wirelength-per-cell_um: 33.1
detailed_route_via_count: 13200
die_area_mm2: 0.0239
edf_count: 0
worstSetupStartpoint: "offsetX[7]"
post-dp-hpwl_um: 48800
post-route-cell-area_mm2: 0.0121
power.density_cell_area_mw_per_mm2: 1030
die_h_um: 155
number_of_instances_in_the_synthesized_netlist: 1208
required_ps: 1230
die_width_um: 155
largest_net_degree_at_the_start_of_global_routing: 39
drv_slew: 0
main_flop_type: "dfrtp_1"
warnings: 32
synth-cells-yosys: 1208
cts_max_level: 1
xor_area_share_pct: 1.88
drive_above_1_share_pct: 41.0
place.port_buffers: 29
antenna_found_initial: 2
worst_ep_arrival_time_ps: 3200
layout.cells.most_common: "buf_4"
path_depth: 18
post-route-drc-count: 0
cts_tree: "yes"
wirelength_um: 63300
dp_slack_ps: -2640
synthesis.area_per_instance_um2: 5.78
numCtsBuffers: 3
timing.max_cap.violations: 0
synthMuxAreaShare_pct: 0.161
setup_slack_ps: -1970
clock_tree.root_cell: "clkbuf_16"
finalPower_uw: 12400
areaGrowthSynthToFinish_pct: 73.7
kind_of_cell_with_the_highest_combined_delay_on_the_critical_path: "buffers and inverters"
hold_path.class: "primary input to asynchronous set/reset pin"
io_pins: 34
yosys.stat.chipArea_mm2: 0.00698
fp-row-count: 55
fa_ha_maj_cells_area_fraction_pct: 1.54
worstPathBufferInverterCount: 7
ys_types: 72
setup.worst_path.end_class: "flip-flop"
grt_pass1_vias: 12400
tightest_slew_ps: 1060
grt_first_pass_wirelength_um: 89000
registers.top_by_ff_count: "RGBout"
gr-usage-all-layers_pct: 52.9
detail_route.iter0.violations: 1825
seq_total_area_yosys_pct: 2.87
crit_fanout: 5
netlist_area_mm2: 0.00698
largest_register_ffs: 8
final_layout_top_logic_cells: "buf_4, o21ai_0, a21oi_1"
gp_routability_congestion: 1.15
peakVddDrop_mv: 0.941
critical-path-slowest-cell: "or3_4"
final-setup-viol-count: 10
initial_core_util_pct: 30.7
finalCritPeriodShare_pct: 279
registers_with_the_most_flip_flops: "RGBout (8)"
async_flop_share_pct: 100
firstDrtPassIters: 6
clock_sink_count: 8
startpoint_type: "primary input"
floorplan.core_area_mm2: 0.0227
clk_buf_depth: 2
yosys-dominant-comb-family: "AND-OR/OR-AND gates"
grt-ovfl-total: 0
finalHoldViolations: 0
postSynthRegisterBits: 8
critPathMaxStageDelay_ps: 380
synthAoiAreaFrac_pct: 56.5
avgViaCountPerCell: 6.93
timing.final.crit_period_ps: 3070
grt_setup_unrepaired: "yes"
clock.fmax_mhz: 326
timing.critical_path.cells: "buf_8 > buf_4 > nor2_2 > nand2_1 > xor2_1 > ha_1 > and2_4 > a221oi_4 > a211oi_4 > buf_6 > buf_6 > or3_4 > buf_4 > buf_4 > o2111ai_2 > a31oi_1 > buf_4 > o41ai_2"
finish.utilization_pct: 53.4
placed_inst_area_mm2: 0.0111
filler_cell_count: 2211
antenna_left: 0
leakagePower_uw: 0.00507
cpMostUsedCell: "buf_4"
max-slew-margin-rel_pct: 28.7
holdBufCountCts: 0
and_or_nand_nor_area_share_pct: 26.0
clkSlewWorstSetupHoldPaths_ps: 40
critical_path_class: "primary input to flip-flop"
synth.yosys.warnings: 1
where the power goes:
part / total (uW) / leakage (uW) / switching (uW) / internal [uW]
Clock: 637 / 0.0000370 / 165 / 471
Combinational: 11300 / 0.00494 / 6490 / 4830
Sequential: 496 / 0.0000900 / 93.7 / 402
area by class of cell:
class	instances	area [um^2]	area share [%]
Multi-Input combinational cell	1024	6630	54.6
Inverter	18	71.3	0.588
Clock buffer	3	75.1	0.619
Sequential cell	8	200	1.65
Antenna cell	2	5.00	0.0413
Timing Repair Buffer	572	4790	39.5
Tap cell	285	357	2.94
synthesized netlist by cell type, types with 8 or more instances:
library cell,count,area (um^2)
buf_1,11,41.3
a21oi_1,150,751
nor2_1,103,387
o31ai_1,14,105
a31oi_1,34,213
nor3_1,37,185
o221ai_1,15,131
o22ai_1,25,156
o21ai_0,180,901
clkbuf_1,84,315
nand2b_1,24,150
a32oi_1,11,96.3
nor2b_1,22,138
buf_2,62,310
nand3_1,31,155
o211ai_1,27,203
xnor2_1,8,70.1
a311oi_1,14,123
inv_1,17,63.8
o2111ai_1,10,87.6
a211oi_1,26,195
a22oi_1,18,135
or2_2,10,62.6
a21o_1,11,82.6
dfrtp_1,8,200
a221oi_1,15,131
nand2_1,97,364
and2_1,8,50.1
timing repair:
action | in CTS | in global routing
cloned | 6 | 2
buffers inserted | 26 | 10
endpoints found under the setup margin | 17 | 13
gates resized | 145 | 49
pin swaps | 53 | 38
logic make-up (layout without fill, tap and decap cells):
family	after synthesis	in the layout
buf+inv	179	593
other cells	0	2
compound gates	620	620
fa+ha+maj	8	8
simple gates	377	380
xor+xnor	15	15
mux	1	1
flops	8	8
routing by layer:
metal	wire length [um]	track usage (%)	share of wire, %
met5	23	0.414	0.036
met4	5720	34.7	9.0
met3	9340	21.0	15
met2	24600	73.2	39
met1	23600	67.7	37
worst paths after layout:
check,end,slack [ps]
max in group asynchronous,RGBout[0],420
min in group clk0,RGBout[7],780
worst max-delay path,RGBout[5],-1970
worst min-delay path,RGBout[7],330
through the flow:
stage | std cells | hold slack, ps | setup TNS [ps]
finish | 1912 | 329 | -15380
global route | 1910 | 352 | -16450
CTS | 1899 | 321 | -14690
detailed placement | 1868 | 567 | -20950
global placement | 1868 | 570 | -21300
floorplan | 1208 | -75.6 | -12730
Power is estimated from default activity; no workload was simulated.
